<file path="./config.mk">
export PLATFORM = sky130hd
export DESIGN_NAME = geofence
export DESIGN_NICKNAME = geofence
export VERILOG_FILES = /design/flow/design.v
export SDC_FILE = /design/flow/constraint.sdc
export NUM_CORES = 4
export LEC_CHECK = 1
export CORE_UTILIZATION = 40
</file>
<file path="./run.sh">
#!/bin/bash
# OpenROAD 26Q1-2900-gdf79404cd8, Yosys 0.63+post, stock flow scripts
make -C /OpenROAD-flow-scripts/flow DESIGN_CONFIG=/design/flow/config.mk WORK_HOME=/design/flow/orfs finish
</file>
<file path="./design.v">
module geofence ( clk,reset,X,Y,valid,is_inside);
input clk;
input reset;
input [9:0] X;
input [9:0] Y;
output valid;
output is_inside;
parameter LOAD = 2'd0;
parameter SORT = 2'd1;
parameter CHECK = 2'd2;
reg [9:0] xi [0:6];
reg [9:0] yi [0:6];
reg [1:0] cs,ns;
reg in_reg;
reg [3:0] counter; 
reg [1:0] sorting_counter;
reg [9:0] x0, x1, x2, xb;
reg [9:0] y0, y1, y2, yb;
reg signed [20:0] temp1;
reg signed [20:0] temp2;
reg signed [20:0] cross_result;
wire counter_6 = (counter == 4'd6); 
assign valid = (counter_6 && cs == CHECK) ? 1'b1 : 1'b0;
assign is_inside = in_reg & (~cross_result[20]);  
always @(posedge clk or posedge reset) begin
    if(reset) begin
        cs <= LOAD;
    end
    else begin
        cs <= ns;
    end
end
always @(*) begin
    case (cs)
        LOAD : ns = (counter_6) ? SORT : LOAD;
        SORT : ns = (sorting_counter == 2'd3) ? CHECK : SORT;
        CHECK : ns = (counter_6) ? LOAD : CHECK; 
        default: ns = LOAD;
    endcase
end
always @(posedge clk) begin
    if (!reset) begin
        case (cs)
            LOAD : begin
                xi[counter] <= X;
                yi[counter] <= Y;
            end
            SORT : begin
                if (cross_result[20]) begin
                    xi[counter] <= xi[counter + 4'd1];
                    xi[counter + 4'd1] <= xi[counter];
                    yi[counter] <= yi[counter + 4'd1];
                    yi[counter + 4'd1] <= yi[counter];
                end
            end
        endcase
    end
end
always @(posedge clk or posedge reset) begin
    if (reset) begin
        in_reg <= 1'b1;
    end
    else if (cs == CHECK) begin
        in_reg <= (cross_result[20]) ? 1'b0 : in_reg;
    end
    else begin
        in_reg <= 1'b1;
    end
end
always @(posedge clk or posedge reset) begin
    if (reset) begin
        counter <= 4'd0;
        sorting_counter <= 2'd0;
    end
    else begin
        case (cs)
            LOAD : counter <= (counter_6) ? 4'd2 : counter + 4'd1;
            SORT : begin 
                case (sorting_counter)  
                    2'd0 : begin 
                        counter <= (counter == 4'd5) ? 4'd2 : counter + 4'd1;
                        sorting_counter <= (counter == 4'd5) ? 2'd1 : sorting_counter;   
                    end
                    2'd1 : begin
                        counter <= (counter == 4'd4) ? 4'd2 : counter + 4'd1;
                        sorting_counter <= (counter == 4'd4) ? 2'd2 : sorting_counter;   
                    end
                    2'd2 : begin
                        counter <= (counter == 4'd3) ? 4'd2 : counter + 4'd1;
                        sorting_counter <= (counter == 4'd3) ? 2'd3 : sorting_counter;   
                    end
                    2'd3 : begin
                        counter <= 4'd1;
                        sorting_counter <= 2'd0;   
                    end
                endcase
            end
            CHECK : counter <= (counter_6) ? 4'd0 : counter + 4'd1;
            default : begin 
                counter <= counter;
                sorting_counter <= sorting_counter;
            end
        endcase
    end
end
always @(*) begin
    case (cs)
        SORT : begin
            x0 = xi[1];
            x1 = xi[counter]; 
            x2 = xi[counter + 4'd1];
            xb = x0;                         
            y0 = yi[1];
            y1 = yi[counter];
            y2 = yi[counter + 4'd1];
            yb = y0;
        end
        CHECK : begin
            x0 = xi[0];
            x1 = xi[counter];
            x2 = (counter_6) ? xi[1] : xi[counter + 4'd1];
            xb = x1;                         
            y0 = yi[0];
            y1 = yi[counter];
            y2 = (counter_6) ? yi[1] : yi[counter + 4'd1];
            yb = y1;
        end
        default : begin
            x0 = 10'dx;
            x1 = 10'dx;
            x2 = 10'dx;
            xb = 10'dx;
            y0 = 10'dx;
            y1 = 10'dx;
            y2 = 10'dx;
            yb = 10'dx;
        end 
    endcase
end
always @(*) begin
    temp1 = ({1'b0,x1} - {1'b0,x0}) * ({1'b0,y2} - {1'b0,yb});
    temp2 = ({1'b0,y1} - {1'b0,y0}) * ({1'b0,x2} - {1'b0,xb});
    cross_result = temp1 - temp2;
end
endmodule
</file>
<file path="./constraint.sdc">
current_design geofence

set clk_period 31.3
set clk_io_pct 0.2

create_clock -name clk0 -period $clk_period [get_ports {clk}]

set non_clock_inputs [all_inputs -no_clocks]
set_input_delay [expr $clk_period * $clk_io_pct] -clock clk0 $non_clock_inputs
set_output_delay [expr $clk_period * $clk_io_pct] -clock clk0 [all_outputs]
</file>
==> COMMIT_EDITMSG <==
Refresh implementation metrics

- Fraction of power spent switching nets: 20.2%
- Combinational logic is responsible for 2.3% of the overall power.
* Final estimated routing congestion in global placement: 0.951
- Summed over all nets, the switching power comes to 0.0996 mW.
* Non-Filler Instances: 3,025
- Tightest Hold Check Type: flop to flop
* Peak clock frequency supported by timing: 0.0536 GHz
- After synthesis, the share of cell area in mux cells is 0.600%.
- The commonest register cell is sky130_fd_sc_hd__edfxtp_1.
* Delay of the slowest cell on the worst path: 0.73 ns
* Synth async-reset ratio: 6.98%
- The largest individual stage delay along the critical path comes from the cell sky130_fd_sc_hd__nor2_4.
* Violation count after the first detailed-routing iteration: 1,049
- Sequential cells burn 50.8% of the power.
- The worst path needs 18.65 ns of the cycle, external delays included.
* Final Hold Vio Count: 0
- Die outline width: 231 um
* Sequential area share after synthesis: 24.3%
- The worst setup path is launched from a flop.
* # clock sinks: 172
- Total die size: 53,500 um^2
* TritonCTS clock tree: yes
* Arrival time worst endpoint: 12.39 ns
* Post-synthesis register bit count: 172
* Die extent in y: 231 um
* Initial antenna violation count: 0
* Cell occurring most often along the worst timing path: sky130_fd_sc_hd__fa_1
- Worst-case clock skew: 0.0142 ns
- Vias after detailed routing: 17,138
* FP Core Util: 40.8%
- 1st-pass router iterations: 5
* Inserted Diodes: 0
* Lkg Pwr: 9.37 nW
- STA classifies the critical path endpoint as a primary output.
* Port bufs: 23
- Startpoint of the worst hold path: sorting_counter[0]
* Remaining design rule violation count: 0
- The final max-slew violation count recorded for this run is 0.
- Hold analysis shows the worst path with a depth of 2.
* Outcome: completed
- The total area inside the core boundary comes to 51,600 um^2.
- Required arrival time at the worst endpoint: 25.04 ns
- Logic family by area: adder cells
- Count of library flops with an enable pin: 160
* Final number of setup-violating endpoints: 0
- Path depth of the worst reg2reg path: 37
- In this run the cell area of the synthesized design comes to 21,000 um^2.
- Max capacitance violation total: 0
* Fraction of the cycle the final worst path needs: 59.6%
- In this run, post-CTS hold repair placed 0 buffers.
- In this run the clock root is driven by a sky130_fd_sc_hd__clkbuf_16.
- The endpoint of the worst hold path is reported as sorting_counter[0].
- Entering global routing, the biggest net connects 65 pins.
- Clock network latency to the later pin of the worst-skew pair: 0.44 ns
- Per the Yosys statistics, synthesis produced 2,381 cells.
* Avg Synthesized Cell Area: 8.84 um^2
- Per the CTS log, the maximum H-tree level is 4.
- Pint: 0.394 mW
- The clock network is responsible for 46.8% of the overall power.
* Proportion of layout cells with a drive suffix above 1: 6.01%
* Worst flop-to-flop path endpoint: xi[3][9]
- In this run the register-to-register setup slack is 18.33 ns.
* Global-route wire length before repair: 99,800 um
- Yosys adder share: 31.5%
* XORs/XNORs by Area: 2.31%
- In this run, placement finished with an instance count of 2,993.
- Slew at the pin with the worst max-slew slack: 1.10 ns
- For this design the top-level I/O count stands at 24.
* Post-CTS resize count: 0
- For the worst reg-to-reg path, the startpoint reported by OpenROAD is counter[0].
- Warnings reported by Yosys during synthesis add up to 1.
- Synthesis handed over a netlist of 2,381 instances.
- In the setup report, the worst path falls into the class flop to primary output.
* Power density of the placed cells: 21.8 nW/um^2
- Fraction of the core area covered by cells at the end of the flow: 43.9%
- Placement row count: 83
- The worst-case max-slew headroom was logged as 26.1%.
* Number of global-route vias before repair: 17,525
- Clock edge transition at the registers on the reported setup and hold paths: 0.06 ns
- The logs give a warning total of 33.
- Total Routing Usage GR: 26.0%
- Largest registers: xi x80, yi x80
- The detail route stage leaves a number of antenna-violating nets equal to 0.
- Setup repair after global routing missed its margin: no
- CTS Buffer Depth: 2
* Average wire per cell in the routed design: 20.9 um
- Final total negative setup slack: 0 ns
- Per the repair_timing log after CTS, setup buffers inserted total 0.
- Number of distinct library cells after synthesis: 61
* Post-detail-place hpwl: 44,900 um
* Area fraction in compound gates after synthesis: 19.1%
- Via density per instance: 5.67
- Looking at the VDD voltage map, the peak drop is 0.0397 mV.
- Yosys synthesis chip area: 21,000 um^2
- Synthesis-to-finish area growth: 7.73%
* Simple Share, Synth: 13.2%
- Total CTS buffers: 17
- Highest net fanout along the worst path: 34
- For this run the aggregate overflow at the end of global routing stands at 0.
- The detailed router reported a total wirelength of 63,300 um.
power by group through the flow:
stage         clock, mW  combinational, mW  sequential, mW
finish            0.231             0.0115           0.251
global route      0.242             0.0130           0.251
CTS               0.234             0.0114           0.251
metal layers:
layer  track usage, %  vias to the layer above  routed length [um]  part of all wire, %
met1             35.2                     8122               24200                   38
met5            0.827                        -                  58                0.092
met3             10.8                      146                7640                   12
met2             39.0                      906               28900                   46
met4             8.86                        2                2530                  4.0
li1                 -                     7962                   -                    -
per-stage QoR:
| step | worst slack, ns | power [mW] | cell area (um^2) | hold slack, ns |
|---|---|---|---|---|
| after floorplan | 15.64 | 0.262 | 21000 | 0.439 |
| after global routing | 11.89 | 0.505 | 22700 | 0.497 |
| final | 12.65 | 0.494 | 22700 | 0.459 |
| after CTS | 12.69 | 0.496 | 22700 | 0.462 |
| after detailed placement | 13.22 | 0.267 | 22000 | 0.451 |
| after global placement | 13.30 | 0.267 | 22000 | 0.452 |
layout make-up:
cell class / count / area (um^2)
fillers: 4823 / 28900
repair buffers: 85 / 696
clock inverters: 10 / 163
multi-input cells: 1730 / 14200
well taps: 680 / 851
inverters: 326 / 1220
flip-flops and latches: 172 / 5110
clock buffers: 22 / 464
logic make-up (layout without fill, tap and decap cells):
logic type      Yosys count  in the layout
compound gates          674            674
simple gates            614            614
buf+inv                 479            443
fa+ha+maj               376            376
flops                   172            172
xor+xnor                 54             54
mux                      12             12
synth_stat cells, drive strengths merged (3+ instances only):
cell type / count / area [um^2]
a21oi: 180 / 901
clkbuf: 117 / 447
mux2: 5 / 56.3
and3: 23 / 144
nand2b: 24 / 150
xnor2: 40 / 350
nor2: 263 / 987
dfstp: 3 / 78.8
a32o: 3 / 30.0
and4: 6 / 52.6
edfxtp: 160 / 4800
a31oi: 3 / 18.8
a221oi: 18 / 158
a22o: 15 / 131
inv: 324 / 1220
buf: 36 / 233
nand3b: 3 / 22.5
xor2: 13 / 114
nand4: 25 / 156
nor2b: 45 / 282
o22ai: 4 / 25.0
o21ai: 268 / 1340
o21a: 14 / 105
o31ai: 4 / 35.0
nor4: 4 / 25.0
nand3: 13 / 65.1
a21o: 14 / 105
a22oi: 130 / 976
fa: 257 / 5140
nor3: 16 / 80.1
a21boi: 3 / 22.5
o31a: 3 / 26.3
and2: 11 / 68.8
ha: 119 / 1490
dfrtp: 9 / 225
or4: 3 / 22.5
or2: 15 / 93.8
nand2: 159 / 597
mux2i: 7 / 70.1
worst max-delay path: cells and delay by family (launching register included):
family	cells	cell delay (ns)
compound gates	9	2.26
simple gates	7	1.90
xor+xnor	3	1.09
fa+ha+maj	10	4.28
flops	1	0.63
buf+inv	7	1.76
cell usage in the layout (no fill, tap or decap), types with 6 or more instances in the layout:
master / n
sky130_fd_sc_hd__inv_1: 324
sky130_fd_sc_hd__nor2_1: 257
sky130_fd_sc_hd__fa_1: 257
sky130_fd_sc_hd__a21oi_1: 180
sky130_fd_sc_hd__edfxtp_1: 160
sky130_fd_sc_hd__nand2_1: 159
sky130_fd_sc_hd__o21ai_0: 144
sky130_fd_sc_hd__a22oi_1: 130
sky130_fd_sc_hd__ha_1: 119
sky130_fd_sc_hd__o21ai_1: 118
sky130_fd_sc_hd__buf_4: 62
sky130_fd_sc_hd__nor2b_1: 45
sky130_fd_sc_hd__xnor2_1: 38
sky130_fd_sc_hd__nand4_1: 25
sky130_fd_sc_hd__nand2b_1: 24
sky130_fd_sc_hd__and3_1: 23
sky130_fd_sc_hd__clkdlybuf4s50_1: 23
sky130_fd_sc_hd__a221oi_1: 18
sky130_fd_sc_hd__clkbuf_16: 17
sky130_fd_sc_hd__a22o_1: 15
sky130_fd_sc_hd__a21o_1: 14
sky130_fd_sc_hd__o21a_1: 14
sky130_fd_sc_hd__or2_2: 13
sky130_fd_sc_hd__xor2_1: 13
sky130_fd_sc_hd__nand3_1: 12
sky130_fd_sc_hd__and2_1: 11
sky130_fd_sc_hd__nor3_1: 10
sky130_fd_sc_hd__dfrtp_1: 8
sky130_fd_sc_hd__mux2i_1: 7
sky130_fd_sc_hd__nor2_4: 6
sky130_fd_sc_hd__nor3_2: 6
sky130_fd_sc_hd__and4_1: 6
sky130_fd_sc_hd__o21ai_2: 6
worst max path at each step:
stage | slack, ns | start | to
finish | 12.65 | counter[0] | is_inside
CTS | 12.69 | counter[0] | is_inside
global route | 11.89 | counter[0] | is_inside
Power is estimated from default activity; no workload was simulated.
